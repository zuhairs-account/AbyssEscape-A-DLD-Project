`design/flow/config.mk`:
```
export PLATFORM = sky130hd
export DESIGN_NAME = start_screen
export DESIGN_NICKNAME = start_screen
export VERILOG_FILES = /design/flow/design.v
export SDC_FILE = /design/flow/constraint.sdc
export NUM_CORES = 4
export LEC_CHECK = 1
export CORE_UTILIZATION = 30
```
`design/flow/constraint.sdc`:
```
current_design start_screen

set clk_period 7.5
set clk_io_pct 0.2

create_clock -name clk0 -period $clk_period

set non_clock_inputs [all_inputs -no_clocks]
set_input_delay [expr $clk_period * $clk_io_pct] -clock clk0 $non_clock_inputs
set_output_delay [expr $clk_period * $clk_io_pct] -clock clk0 [all_outputs]
```
`design/flow/run.sh`:
```
#!/bin/bash
# OpenROAD 26Q1-2900-gdf79404cd8, Yosys 0.63+post, stock flow scripts
make -C /OpenROAD-flow-scripts/flow DESIGN_CONFIG=/design/flow/config.mk WORK_HOME=/design/flow/orfs finish
```
`design/flow/design.v`:
```
`timescale 1ns / 1ps
module start_screen(
    input [9:0]xloc,
    input [9:0]yloc,
    input video_on,
    output [11:0] rgb
    );
wire [3:0] white;
assign white = video_on ? ((
(xloc >= 63 & xloc <= 77 & yloc >= 77 & yloc <= 91)||(xloc >= 63 & xloc <= 70 & yloc >= 91 & yloc <= 98) ||
(xloc >= 63 & xloc <= 70 & yloc >= 63 & yloc <= 70) ||(xloc >= 70 & xloc <= 77 & yloc >= 56 & yloc <= 77) ||
(xloc >= 77 & xloc <= 84 & yloc >= 42 & yloc <= 70) ||(xloc >= 84 & xloc <= 91 & yloc >= 28 & yloc <= 42) ||
(xloc >= 84 & xloc <= 91 & yloc >= 56 & yloc <= 63) ||(xloc >= 91 & xloc <= 98 & yloc >= 35 & yloc <= 70) ||
(xloc >= 98 & xloc <= 105 & yloc >= 56 & yloc <= 84) ||(xloc >= 105 & xloc <= 112 & yloc >= 56 & yloc <= 63)  
||(xloc >= 119 & xloc <= 126 & yloc >= 28 & yloc <= 56) ||(xloc >= 126 & xloc <= 133 & yloc >= 49 & yloc <= 91)
||(xloc >= 133 & xloc <= 140 & yloc >= 56 & yloc <= 70) ||(xloc >= 133 & xloc <= 140 & yloc >= 84 & yloc <= 91) 
||(xloc >= 140 & xloc <= 147 & yloc >= 63 & yloc <= 70) ||(xloc >= 140 & xloc <= 147 & yloc >= 77 & yloc <= 91) 
||(xloc >= 147 & xloc <= 154 & yloc >= 63 & yloc <= 84) ||(xloc >= 154 & xloc <= 161 & yloc >= 63 & yloc <= 77)  
||(xloc >= 168 & xloc <= 175 & yloc >= 49 & yloc <= 63) ||(xloc >= 168 & xloc <= 175 & yloc >= 105 & yloc <= 112) 
||(xloc >= 175 & xloc <= 182 & yloc >= 56 & yloc <= 70) ||(xloc >= 175 & xloc <= 182 & yloc >= 91 & yloc <= 105)  
||(xloc >= 182 & xloc <= 189 & yloc >= 63 & yloc <= 91) ||(xloc >= 189 & xloc <= 196 & yloc >= 63 & yloc <= 84) 
||(xloc >= 196 & xloc <= 203 & yloc >= 56 & yloc <= 70) ||(xloc >= 203 & xloc <= 210 & yloc >= 49 & yloc <= 63) 
||(xloc >= 217 & xloc <= 224 & yloc >= 56 & yloc <= 77) ||(xloc >= 224 & xloc <= 231 & yloc >= 49 & yloc <= 63) 
||(xloc >= 224 & xloc <= 231 & yloc >= 70 & yloc <= 77) ||(xloc >= 231 & xloc <= 238 & yloc >= 42 & yloc <= 56) 
||(xloc >= 231 & xloc <= 238 & yloc >= 63 & yloc <= 77) ||(xloc >= 238 & xloc <= 245 & yloc >= 49 & yloc <= 56) 
||(xloc >= 238 & xloc <= 245 & yloc >= 63 & yloc <= 70) ||(xloc >= 245 & xloc <= 252 & yloc >= 63 & yloc <= 84) 
||(xloc >= 238 & xloc <= 245 & yloc >= 77 & yloc <= 91) ||(xloc >= 231 & xloc <= 238 & yloc >= 84 & yloc <= 91) 
||(xloc >= 224 & xloc <= 231 & yloc >= 91 & yloc <= 98)  
||(xloc >= 259 & xloc <= 266 & yloc >= 56 & yloc <= 77) ||(xloc >= 266 & xloc <= 273 & yloc >= 49 & yloc <= 63) 
||(xloc >= 266 & xloc <= 273 & yloc >= 70 & yloc <= 77) ||(xloc >= 273 & xloc <= 280 & yloc >= 42 & yloc <= 56) 
||(xloc >= 273 & xloc <= 280 & yloc >= 63 & yloc <= 77) ||(xloc >= 280 & xloc <= 287 & yloc >= 49 & yloc <= 56) 
||(xloc >= 280 & xloc <= 287 & yloc >= 63 & yloc <= 70) ||(xloc >= 287 & xloc <= 294 & yloc >= 63 & yloc <= 84) 
||(xloc >= 280 & xloc <= 287 & yloc >= 77 & yloc <= 91) ||(xloc >= 273 & xloc <= 280 & yloc >= 84 & yloc <= 91) 
||(xloc >= 266 & xloc <= 273 & yloc >= 91 & yloc <= 98)  
||(xloc >= 322 & xloc <= 329 & yloc >= 35 & yloc <= 42) ||(xloc >= 329 & xloc <= 343 & yloc >= 28 & yloc <= 49) 
||(xloc >= 343 & xloc <= 364 & yloc >= 35 & yloc <= 42) ||(xloc >= 329 & xloc <= 336 & yloc >= 49 & yloc <= 91) 
||(xloc >= 322 & xloc <= 329 & yloc >= 56 & yloc <= 98 ) ||(xloc >= 336 & xloc <= 357 & yloc >= 56 & yloc <= 63) 
||(xloc >= 336 & xloc <= 350 & yloc >= 77 & yloc <= 84)||(xloc >= 336 & xloc <= 343 & yloc >= 84 & yloc <= 91)  
||(xloc >= 364 & xloc <= 371 & yloc >= 56 & yloc <= 77) ||(xloc >= 371 & xloc <= 378 & yloc >= 49 & yloc <= 63) 
||(xloc >= 371 & xloc <= 378 & yloc >= 70 & yloc <= 77) ||(xloc >= 378 & xloc <= 385 & yloc >= 42 & yloc <= 56) 
||(xloc >= 378 & xloc <= 385 & yloc >= 63 & yloc <= 77) ||(xloc >= 385 & xloc <= 392 & yloc >= 49 & yloc <= 56) 
||(xloc >= 385 & xloc <= 392 & yloc >= 63 & yloc <= 70) ||(xloc >= 392 & xloc <= 399 & yloc >= 63 & yloc <= 84) 
||(xloc >= 385 & xloc <= 392 & yloc >= 77 & yloc <= 91) ||(xloc >= 378 & xloc <= 385 & yloc >= 84 & yloc <= 91) 
||(xloc >= 371 & xloc <= 378 & yloc >= 91 & yloc <= 98)  
||(xloc >= 413 & xloc <= 420 & yloc >= 56 & yloc <= 84) ||(xloc >= 420 & xloc <= 434 & yloc >= 49 & yloc <= 63) 
||(xloc >= 434 & xloc <= 441 & yloc >= 63 & yloc <= 70) ||(xloc >= 413 & xloc <= 434 & yloc >= 77 & yloc <= 84)  
||(xloc >= 448 & xloc <= 462 & yloc >= 56 & yloc <= 63) ||(xloc >= 455 & xloc <= 476 & yloc >= 49 & yloc <= 56) 
||(xloc >= 469 & xloc <= 476 & yloc >= 49 & yloc <= 91) ||(xloc >= 455 & xloc <= 462 & yloc >= 70 & yloc <= 91) 
||(xloc >= 462 & xloc <= 469 & yloc >= 70 & yloc <= 77) ||(xloc >= 462 & xloc <= 469 & yloc >= 84 & yloc <= 91)  
||(xloc >= 490 & xloc <= 497 & yloc >= 70 & yloc <= 105) ||(xloc >= 497 & xloc <= 504 & yloc >= 56 & yloc <= 84) 
||(xloc >= 504 & xloc <= 525 & yloc >= 56 & yloc <= 63) ||(xloc >= 504 & xloc <= 525 & yloc >= 77 & yloc <= 84) 
||(xloc >= 518 & xloc <= 532 & yloc >= 70 & yloc <= 77) ||(xloc >= 525 & xloc <= 532 & yloc >= 63 & yloc <= 70)  
||(xloc >= 546 & xloc <= 581 & yloc >= 63 & yloc <= 70) ||(xloc >= 553 & xloc <= 560 & yloc >= 56 & yloc <= 63) 
||(xloc >= 567 & xloc <= 574 & yloc >= 56 & yloc <= 63) ||(xloc >= 560 & xloc <= 567 & yloc >= 49 & yloc <= 56) 
||(xloc >= 553 & xloc <= 560 & yloc >= 70 & yloc <= 91) ||(xloc >= 560 & xloc <= 567 & yloc >= 84 & yloc <= 91) 
||(xloc >= 567 & xloc <= 574 & yloc >= 77 & yloc <= 84)  
|| (xloc >= 217 & xloc <= 224 & yloc >= 210 & yloc <= 301) || (xloc >= 224 & xloc <= 231 & yloc >= 189 & yloc <= 322) 
|| (xloc >= 231 & xloc <= 238 & yloc >= 175 & yloc <= 336) || (xloc >= 238 & xloc <= 245 & yloc >= 168 & yloc <= 259) 
|| (xloc >= 238 & xloc <= 245 & yloc >= 280 & yloc <= 336) || (xloc >= 245 & xloc <= 259 & yloc >= 161 & yloc <= 252) 
|| (xloc >= 245 & xloc <= 252 & yloc >= 301 & yloc <= 336) || (xloc >= 245 & xloc <= 252 & yloc >= 343 & yloc <= 399) 
|| (xloc >= 252 & xloc <= 301 & yloc >= 308 & yloc <= 336) || (xloc >= 252 & xloc <= 259 & yloc >= 371 & yloc <= 406) 
|| (xloc >= 252 & xloc <= 259 & yloc >= 371 & yloc <= 406) || (xloc >= 259 & xloc <= 273 & yloc >= 154 & yloc <= 252) 
|| (xloc >= 259 & xloc <= 301 & yloc >= 336 & yloc <= 343) || (xloc >= 266 & xloc <= 301 & yloc >= 343 & yloc <= 350) 
|| (xloc >= 259 & xloc <= 266 & yloc >= 378 & yloc <= 420) || (xloc >= 266 & xloc <= 273 & yloc >= 385 & yloc <= 434) 
|| (xloc >= 273 & xloc <= 294 & yloc >= 147 & yloc <= 252) || (xloc >= 280 & xloc <= 308 & yloc >= 301 & yloc <= 308) 
|| (xloc >= 273 & xloc <= 301 & yloc >= 308 & yloc <= 336) || (xloc >= 280 & xloc <= 322 & yloc >= 364 & yloc <= 371) 
|| (xloc >= 287 & xloc <= 322 & yloc >= 371 & yloc <= 378) || (xloc >= 280 & xloc <= 287 & yloc >= 378 & yloc <= 392) 
|| (xloc >= 280 & xloc <= 287 & yloc >= 406 & yloc <= 441) || (xloc >= 287 & xloc <= 294 & yloc >= 399 & yloc <= 448) 
|| (xloc >= 294 & xloc <= 315 & yloc >= 294 & yloc <= 301) || (xloc >= 301 & xloc <= 308 & yloc >= 308 & yloc <= 322) 
|| (xloc >= 280 & xloc <= 287 & yloc >= 378 & yloc <= 392) || (xloc >= 294 & xloc <= 301 & yloc >= 385 & yloc <= 392) 
|| (xloc >= 308 & xloc <= 315 & yloc >= 385 & yloc <= 399) || (xloc >= 287 & xloc <= 294 & yloc >= 399 & yloc <= 448) 
|| (xloc >= 294 & xloc <= 301 & yloc >= 413 & yloc <= 448) || (xloc >= 301 & xloc <= 308 & yloc >= 406 & yloc <= 448) 
|| (xloc >= 308 & xloc <= 315 & yloc >= 420 & yloc <= 448) || (xloc >= 315 & xloc <= 322 & yloc >= 406 & yloc <= 448)
|| (xloc >= 294 & xloc <= 322 & yloc >= 140 & yloc <= 259) || (xloc >= 301 & xloc <= 322 & yloc >= 259 & yloc <= 294)
|| (xloc >= 273 & xloc <= 301 & yloc >= 350 & yloc <= 364) || (xloc >= 301 & xloc <= 322 & yloc >= 357 & yloc <= 364)
|| (xloc >= 273 & xloc <= 280 & yloc >= 399 & yloc <= 441)
|| (xloc <= 427 & xloc >= 420 & yloc >= 210 & yloc <= 301) || (xloc <= 420 & xloc >= 413 & yloc >= 189 & yloc <= 322) 
|| (xloc <= 413 & xloc >= 406 & yloc >= 175 & yloc <= 336) || (xloc <= 406 & xloc >= 399 & yloc >= 168 & yloc <= 259) 
|| (xloc <= 406 & xloc >= 399 & yloc >= 280 & yloc <= 336) || (xloc <= 399 & xloc >= 385 & yloc >= 161 & yloc <= 252) 
|| (xloc <= 399 & xloc >= 392 & yloc >= 301 & yloc <= 336) || (xloc <= 399 & xloc >= 392 & yloc >= 343 & yloc <= 399) 
|| (xloc <= 392 & xloc >= 343 & yloc >= 308 & yloc <= 336) || (xloc <= 392 & xloc >= 385 & yloc >= 371 & yloc <= 406) 
|| (xloc <= 392 & xloc >= 385 & yloc >= 371 & yloc <= 406) || (xloc <= 385 & xloc >= 371 & yloc >= 154 & yloc <= 252) 
|| (xloc <= 385 & xloc >= 343 & yloc >= 336 & yloc <= 343) || (xloc <= 378 & xloc >= 343 & yloc >= 343 & yloc <= 350) 
|| (xloc <= 385 & xloc >= 378 & yloc >= 378 & yloc <= 420) || (xloc <= 378 & xloc >= 371 & yloc >= 385 & yloc <= 434) 
|| (xloc <= 371 & xloc >= 350 & yloc >= 147 & yloc <= 252) || (xloc <= 364 & xloc >= 336 & yloc >= 301 & yloc <= 308) 
|| (xloc <= 371 & xloc >= 343 & yloc >= 308 & yloc <= 336) || (xloc <= 364 & xloc >= 322 & yloc >= 364 & yloc <= 371) 
|| (xloc <= 357 & xloc >= 322 & yloc >= 371 & yloc <= 378) || (xloc <= 364 & xloc >= 358 & yloc >= 378 & yloc <= 392) 
|| (xloc <= 364 & xloc >= 357 & yloc >= 406 & yloc <= 441) || (xloc <= 357 & xloc >= 350 & yloc >= 399 & yloc <= 448) 
|| (xloc <= 350 & xloc >= 329 & yloc >= 294 & yloc <= 301) || (xloc <= 343 & xloc >= 336 & yloc >= 308 & yloc <= 322) 
|| (xloc <= 364 & xloc >= 357 & yloc >= 378 & yloc <= 392) || (xloc <= 350 & xloc >= 343 & yloc >= 385 & yloc <= 392) 
|| (xloc <= 336 & xloc >= 329 & yloc >= 385 & yloc <= 399) || (xloc <= 357 & xloc >= 350 & yloc >= 399 & yloc <= 448) 
|| (xloc <= 350 & xloc >= 343 & yloc >= 413 & yloc <= 448) || (xloc <= 343 & xloc >= 336 & yloc >= 406 & yloc <= 448) 
|| (xloc <= 336 & xloc >= 329 & yloc >= 420 & yloc <= 448) || (xloc <= 329 & xloc >= 322 & yloc >= 406 & yloc <= 448)
|| (xloc <= 350 & xloc >= 322 & yloc >= 140 & yloc <= 259) || (xloc <= 343 & xloc >= 322 & yloc >= 259 & yloc <= 294)
|| (xloc <= 371 & xloc >= 343 & yloc >= 350 & yloc <= 364) || (xloc <= 343 & xloc >= 322 & yloc >= 357 & yloc <= 364)
|| (xloc <= 371 & xloc >= 364 & yloc >= 399 & yloc <= 441)
) ? 4'hF:4'h0):(4'h0);
assign rgb = {white, white, white};
endmodule
```
==> impl_metrics.yaml <==
# implementation run metrics
cells_and_area:
  comb_area_mm2: 0.00413
  flop-count: 0
  seq_area_um2: 0
  final_common_cell: "buf_4"
  lay_top_cells: "buf_4 (70), nand2_1 (60), nor2_1 (57), o21ai_0 (51)"
  area_delta_synth_final_pct: 14.9
  n_fill_cell: 1678
  layoutNonFillerInstCount: 964
  clock_buffers: 0
  drive_gt1_share_pct: 13.8
sta:
  tightest_slew_ns: 0.917
  grt_setup_unrepaired: "no"
  maxSlewHeadroom_pct: 38.0
  hold_ws_ns: 4.07
  fin_tns_setup_ns: 0
  finalClockPeriodUsage_pct: 98.0
  clock.fmax_ghz: 0.136
  drv_slew: 0
  hold_viol: 0
  layout_min_cycle_time_ns: 7.35
  finalSetupViolCount: 0
drt:
  avgRoutedWirePerCell_um: 30.7
  initialDrtViolationCount: 910
  vias: 6933
  drc_errors: 0
  n_antenna_cell: 0
  ant_nets: 0
  viasPerCell: 7.19
  wl_um: 29600
  firstDrtPassIters: 8
power_and_ir_drop:
  pwr_density_cell_mw_per_mm2: 58.2
  leakagePower_nw: 1.66
  ir_worst_vdd_mv: 0.0341
global_route:
  overflow: 0
  antenna_found_initial: 0
  grt_pass1_wl_um: 43200
  track_usage_pct: 37.0
  grt_pass1_vias: 6382
  grt_start_max_net_pins: 47
setup_path:
  crit_arrival_ns: 5.85
  worst_setup_path_start_kind: "primary input"
  cpLargestDelayFamily: "buffers and inverters"
  crit_chain: "clkdlybuf4s50_1, buf_4, nor2_1, nand3b_1, a2111oi_1, o21ai_0, nand4_1, nor4_1, nand4_1, o41a_1, clkdlybuf4s50_1"
  slowest_delay_ns: 0.74
  cp-end-kind: "output port"
  worstPathRequired_ns: 6.00
  crit_cells: 11
  crit_type: "in2out"
  path_buffers: 3
  crit_slowest_cell: "a2111oi_1"
  crit_path_max_fanout: 16
placed_design:
  hpwl_um: 23300
  placed_cells: 964
  gp_congestion: 1.07
  io_buffers: 33
yosys:
  synth-area-yosys_mm2: 0.00464
  yosysSeqAreaShare_pct: 0
  avgSynthCellArea_um2: 6.10
  ys_warn_count: 0
  synth_area_mm2: 0.00464
  ys_cells: 760
  syn_inst: 760
  yosysUniqueCellTypes: 83
floorplanning:
  die_h_um: 126
  pin_count: 33
  core-area_mm2: 0.0151
  die_w_um: 126
  initCoreUtil_pct: 30.6
  row_count: 45
  die_area_mm2: 0.0160
job:
  log.warning_count: 32
  max-cap-violations: 0
min_path:
  worstHoldPathType: "in2out"
  hold_depth: 3
run_status:
  outcome: "finished, final reports clean"
==> stage by stage <==
stage / utilization, % / power [mW] / setup slack (ns) / cell area [µm²]
5_1_grt: 35.2 / 0.324 / 0.0669 / 5330
4_1_cts: 35.2 / 0.298 / 0.106 / 5330
3_5_place_dp: 35.2 / 0.296 / 0.101 / 5330
6_report: 35.2 / 0.311 / 0.149 / 5330
2_1_floorplan: - / 0.179 / 1.84 / 4640
3_3_place_gp: 35.2 / 0.305 / 0.0183 / 5330
==> routing by layer <==
metal,global-route usage (%),routed length [µm]
met1,49.6,11900
met3,5.84,2790
met2,58.0,13000
met4,18.3,1860
met5,0,0
==> report_power, final <==
part	internal (mW)	switching (mW)	total, mW
logic	0.111	0.199	0.311
registers	0	0	0
clock network	0	0	0
total	0.111	0.199	0.311
==> Yosys cell counts (all sizes together) (5+ instances only) <==
cell	count	area share (%)
a32oi	8	1.5
o21ai	53	5.8
nand3	49	5.3
a21o	5	0.81
a211oi	12	1.9
o31ai	18	3.0
o22ai	14	1.9
buf	59	7.3
inv	14	1.1
and2	11	1.5
a22oi	5	0.81
nand3b	5	0.81
or3	11	1.5
nor2b	20	2.7
o21a	8	1.3
a21oi	51	5.8
clkbuf	31	2.5
a2111oi	5	0.94
a31o	5	0.94
nand4	19	2.6
or2	10	1.3
nand2b	8	1.1
or4	11	1.9
nor4b	6	1.3
nand2	60	4.9
xor2	5	0.94
nor4	25	3.5
o41ai	7	1.3
nor4bb	6	1.3
nor3b	7	1.1
o211ai	18	2.9
o311ai	6	1.1
nor2	57	4.6
a31oi	13	1.8
a2bb2oi	7	1.3
and3	5	0.67
nor3	32	3.7
==> worst min-delay path: stages <==
cell and delay, ns:
clkdlybuf4s50_1 0.40, o41a_1 0.23, clkdlybuf4s50_1 0.44
==> final timing paths <==
path | from | to | slack (ns)
setup / recovery | xloc[8] | rgb[6] | 0.15
hold / removal | video_on | rgb[1] | 4.07
==> layout make-up <==
type                       instances  area share, %
multi-input combinational        656           77.5
timing repair buffer             106           17.1
tap                              188           4.41
inverter                          14          0.985
==> timing repair <==
action | CTS | global route
setup endpoints to repair | 0 | 12
setup buffers | 0 | 0
hold buffers | 0 | 0
gates resized | 0 | 1
==> cell families (layout without fill, tap and decap cells) <==
| family | after synthesis | count (layout) | share of synthesized area, % |
|---|---|---|---|
| AND-OR/OR-AND | 289 | 289 | 44.1 |
| buffers and inverters | 104 | 120 | 10.9 |
| AND/OR/NAND/NOR | 356 | 356 | 42.7 |
| multiplexers | 4 | 4 | 0.917 |
| XOR/XNOR | 7 | 7 | 1.32 |
Power figures rest on the tool's default switching activity, not on a simulated workload.
