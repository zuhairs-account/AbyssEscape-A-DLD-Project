--- ./run.sh ---
#!/bin/bash
# OpenROAD 26Q1-2900-gdf79404cd8, Yosys 0.63+post, stock flow scripts
make -C /OpenROAD-flow-scripts/flow DESIGN_CONFIG=/design/flow/config.mk WORK_HOME=/design/flow/orfs finish
--- ./config.mk ---
export PLATFORM = sky130hd
export DESIGN_NAME = numbers
export DESIGN_NICKNAME = numbers
export VERILOG_FILES = /design/flow/design.v
export SDC_FILE = /design/flow/constraint.sdc
export NUM_CORES = 4
export LEC_CHECK = 1
export CORE_UTILIZATION = 30
--- ./constraint.sdc ---
current_design numbers

set clk_period 5.0
set clk_io_pct 0.2

create_clock -name clk0 -period $clk_period [get_ports {clk}]

set non_clock_inputs [all_inputs -no_clocks]
set_input_delay [expr $clk_period * $clk_io_pct] -clock clk0 $non_clock_inputs
set_output_delay [expr $clk_period * $clk_io_pct] -clock clk0 [all_outputs]
--- ./design.v ---
`timescale 1ns / 1ps
module numbers(
    input clk,
    input [9:0]xloc,
    input [9:0]yloc,
    input [9:0]charx,
    input [9:0]chary,
    input [3:0] num,
    output reg sprite_on
    );
wire [11:0] zero;
wire [11:0] one;
wire [11:0] two;
wire [11:0] three;
wire [11:0] four;
wire [11:0] five;
wire [11:0] six;
wire [11:0] seven;
wire [11:0] eight;
wire [11:0] nine;
assign zero =
(xloc >= charx+0 && xloc <= charx+15 && yloc >= chary+0 && yloc <= chary+3)||(xloc >= charx+0 && xloc <= charx+15 && yloc >= chary+16 && yloc <= chary+19)
||(xloc >= charx+0 && xloc <= charx+3 && yloc >= chary+4 && yloc <= chary+15)||(xloc >= charx+12 && xloc <= charx+15 && yloc >= chary+4 && yloc <= chary+15);
assign one = 
(xloc >= charx+0 && xloc <= charx+13 && yloc >= chary+18 && yloc <= chary+21)||(xloc >= charx+2 && xloc <= charx+9 && yloc >= chary+0 && yloc <= chary+3)
||(xloc >= charx+6 && xloc <= charx+9 && yloc >= chary+2 && yloc <= chary+17);
assign two =
(xloc >= charx+0 && xloc <= charx+15 && yloc >= chary+0 && yloc <= chary+3)||(xloc >= charx+0 && xloc <= charx+15 && yloc >= chary+8 && yloc <= chary+11)
||(xloc >= charx+0 && xloc <= charx+15 && yloc >= chary+16 && yloc <= chary+19)||(xloc >= charx+0 && xloc <= charx+3 && yloc >= chary+12 && yloc <= chary+15)
||(xloc >= charx+12 && xloc <= charx+15 && yloc >= chary+4 && yloc <= chary+7);
assign three = 
(xloc >= charx+0 && xloc <= charx+15 && yloc >= chary+0 && yloc <= chary+3)||(xloc >= charx+4 && xloc <= charx+15 && yloc >= chary+8 && yloc <= chary+11)
||(xloc >= charx+0 && xloc <= charx+15 && yloc >= chary+16 && yloc <= chary+19)||(xloc >= charx+12 && xloc <= charx+15 && yloc >= chary+0 && yloc <= chary+19);
assign four = 
(xloc >= charx+0 && xloc <= charx+3 && yloc >= chary+0 && yloc <= chary+11)||(xloc >= charx+0 && xloc <= charx+15 && yloc >= chary+8 && yloc <= chary+11)
||(xloc >= charx+10 && xloc <= charx+13 && yloc >= chary+2 && yloc <= chary+19);
assign five =
(xloc >= charx+0 && xloc <= charx+15 && yloc >= chary+0 && yloc <= chary+3)||(xloc >= charx+0 && xloc <= charx+15 && yloc >= chary+8 && yloc <= chary+11)
||(xloc >= charx+0 && xloc <= charx+15 && yloc >= chary+16 && yloc <= chary+19)||(xloc >= charx+0 && xloc <= charx+3 && yloc >= chary+4 && yloc <= chary+7)
||(xloc >= charx+12 && xloc <= charx+15 && yloc >= chary+12 && yloc <= chary+15);
assign six =
(xloc >= charx+0 && xloc <= charx+15 && yloc >= chary+0 && yloc <= chary+3)||(xloc >= charx+0 && xloc <= charx+15 && yloc >= chary+8 && yloc <= chary+11)
||(xloc >= charx+0 && xloc <= charx+15 && yloc >= chary+16 && yloc <= chary+19)||(xloc >= charx+0 && xloc <= charx+3 && yloc >= chary+4 && yloc <= chary+15)
||(xloc >= charx+12 && xloc <= charx+15 && yloc >= chary+12 && yloc <= chary+15);
assign seven =
(xloc >= charx+2 && xloc <= charx+15 && yloc >= chary+0 && yloc <= chary+3)||(xloc >= charx+12 && xloc <= charx+15 && yloc >= chary+4 && yloc <= chary+19);
assign eight =
(xloc >= charx+0 && xloc <= charx+15 && yloc >= chary+0 && yloc <= chary+3)||(xloc >= charx+0 && xloc <= charx+15 && yloc >= chary+16 && yloc <= chary+19)
||(xloc >= charx+0 && xloc <= charx+3 && yloc >= chary+3 && yloc <= chary+15)||(xloc >= charx+12 && xloc <= charx+15 && yloc >= chary+4 && yloc <= chary+15)
||(xloc >= charx+4 && xloc <= charx+11 && yloc >= chary+8 && yloc <= chary+11);
assign nine = 
(xloc >= charx+0 && xloc <= charx+15 && yloc >= chary+0 && yloc <= chary+3)||(xloc >= charx+0 && xloc <= charx+15 && yloc >= chary+8 && yloc <= chary+11)
||(xloc >= charx+0 && xloc <= charx+15 && yloc >= chary+16 && yloc <= chary+19)||(xloc >= charx+0 && xloc <= charx+3 && yloc >= chary+4 && yloc <= chary+7)
||(xloc >= charx+12 && xloc <= charx+15 && yloc >= chary+4 && yloc <= chary+19);
always @(posedge clk)
begin
    if (num == 4'd0)
        sprite_on <= zero;
    else if (num == 4'd1)
        sprite_on <= one;
    else if (num == 4'd2)
        sprite_on <= two;
    else if (num == 4'd3)
        sprite_on <= three;
    else if (num == 4'd4)
        sprite_on <= four;
    else if (num == 4'd5)
        sprite_on <= five;
    else if (num == 4'd6)
        sprite_on <= six;
    else if (num == 4'd7)
        sprite_on <= seven;
    else if (num == 4'd8)
        sprite_on <= eight;
    else if (num == 4'd9)
        sprite_on <= nine;
    else
        sprite_on <= 0;
end
endmodule
==> Changelog: implementation <==
### Metrics

- Max-area cell share: 37.4%
- Post-route cell area: 9050 sq um
- Met1 Use GR: 28.8%
- Register share after synthesis: 0.263%
- Inst Count DP: 1428
- Mux frac, synth: 0%
- Die width: 161 um
- DR iter-0 viols: 490
- Post-synth area hogs: ha_1 37%, xnor2_1 17%, a21oi_1 4.8%
- Gate count after technology mapping: 1012
- Sequential share of power: 1.0%
- Top Registers: sprite_on: 1 flops
- Final Power: 0.967 mW
- Max reg flops: 1
- Setup crit end kind: flip-flop
- Count leader, synth: ha_1
- Final Hold Vio Count: 0
- Fin crit period: 4.76 ns
- Crit start category: input pin
- Non-Filler Instances: 1428
- Total Routing Usage GR: 20.0%
- Max Cap Viol: 0
- Xor+xnor area frac: 17.0%
- Comb area leader: adder cells
- Cell taking the most area after synthesis: ha_1
- Gr busiest metal: met2
- Most flops, register: sprite_on
- CP arrival: 4.70 ns
- Final period util: 95.2%
- DR vias: 7703
- Setup Buffers After CTS: 0
- Complex Gates by Area: 23.0%
- Synthesized cell area: 7630 sq um
- Critical path fanouts, max: 5
- Clk network pwr share: 0%
- #FFs+latches synth: 1
- Tool Warnings: 59
- Initial antenna violation count: 0
- Initial Utilization: 31.0%
- Post-synthesis cell count from yosys: 1012
- Die Area: 26100 sq um
- Setup TNS: 0 ns
- I/O pin count: 46
- Commonest cells post-synth: 228 x ha_1, 144 x xnor2_1, 86 x nor2_1, 73 x a21oi_1, 68 x nand2_1
- Status: finished clean
- Worst-margin pin slew: 0.788 ns
- Placed wire-length estimate: 20.7 mm
- Layout cells sized above 1: 10.2%
- Worst hold path class: reg -> out
- Die Ht: 161 um
- Vias/cell: 5.39
- Diode count: 0
- Slew Viols, Final: 0
- WL/cell: 17.7 um
- Cell-internal power: 0.430 mW
- Yosys Chip Area: 7630 sq um
- Area grow syn2layout: 18.7%
- VDD IR max: 0.0000567 V
- GRT overflow: 0
- GP Congestion: 0.975
- Std-Cell Rows: 57
- Unrepaired setup endpoints after global routing: no
- Yosys Warn Count: 1
- Area of placed instances: 8960 sq um
- 1st-pass router iterations: 5
- DRT Wirelength: 25.3 mm
- Gate power share: 99.0%
- DRT antenna net count: 0
- Fmax: 0.210 GHz
- Final setup vio count: 0
- Leakage power: 3.93 nW
- Cell variety after synth: 71
- Met2 Use GR: 33.8%
- Global-route wire length before repair: 40.7 mm
- Net Sw Frac: 55.6%
- Clock-pin transition on the worst setup and hold timing paths: 0 ns
- Post-route DRC violation count: 0
- Synth async-reset ratio: 0%
- EDFF count, synth: 0
- Largest net degree at the start of global routing: 17
- GR Util met3: 0.629%
- Yosys simple share: 18.0%
- Cts hold-fix bufs: 0
- WP data required: 4.94 ns
- Vias in the first global route: 7422
- Adder share: 37.4%
- Core area: 24600 sq um
- Synth Area per Inst: 7.54 sq um
- Max-Slew Margin vs Limit: 47.3%
- Power per cell area: 107 nW/um^2
- Total net switching power: 0.537 mW
- Commonest flop: dfxtp_1
- Critical path type: in -> reg
- Port Buffers: 45
routing by layer:
layer	share of wire, %	wire (um)
met4	1.6	403
met1	48	12100
met5	0	0
met3	4.4	1120
met2	46	11700
path summary, 6_finish.rpt:
kind | depth (start not counted) | to | start
setup / recovery | 18 | sprite_on | chary[1]
hold / removal | 1 | sprite_on | sprite_on
cells by family (layout without fill, tap and decap cells):
| kind of cell | after synthesis | after routing |
|---|---|---|
| DFF | 1 | 1 |
| and+or+nand+nor | 283 | 283 |
| adders and majority gates | 228 | 228 |
| buffers and inverters | 85 | 177 |
| AOI/OAI and AO/OA | 267 | 267 |
| xor gates and xnor gates | 148 | 148 |
timing repair:
| item | CTS | global route |
|---|---|---|
| endpoints found under the setup margin | 1 | 1 |
| gates resized | 1 | 29 |
| pin swaps | 0 | 1 |
final cells by class:
| cell class | instances | area [sq um] |
|---|---|---|
| Tap cell | 324 | 405 |
| Sequential cell | 1 | 20.0 |
| Inverter | 52 | 195 |
| Fill cell | 2584 | 15600 |
| Multi-Input combinational cell | 926 | 7360 |
| Timing Repair Buffer | 125 | 1070 |
layout by cell type, fill, tap and decap left out, drive strengths merged, types with 4 or more instances in the layout:
cell type,n
a2111oi,10
a211o,5
a211oi,19
a21boi,6
a21o,18
a21oi,73
a31oi,10
and3,8
and4,5
buf,80
clkdlybuf4s50,42
clkinv,5
ha,228
inv,47
nand2,69
nand2b,8
nand3,36
nand4,15
nor2,86
nor2b,14
nor3,17
nor4,5
o211ai,10
o21a,20
o21ai,53
o221ai,6
o22ai,5
o311ai,4
or3,5
xnor2,144
xor2,4
metrics by stage:
stage          hold slack, ns  utilization (%)  worst slack, ns
6_report                 1.67             36.8            0.238
5_1_grt                  1.70             36.8           0.0230
3_3_place_gp             1.68             36.4           0.0322
4_1_cts                  1.69             36.4           0.0475
2_1_floorplan            1.26                -            0.811
3_5_place_dp             1.69             36.4           0.0422
power groups by stage:
stage                 registers (mW)  logic, mW  clock network, mW
final                        0.00995      0.957                  0
after CTS                     0.0101      0.939                  0
after global routing          0.0101       1.08                  0
worst max-delay path, cell delays in order:
cell and delay (ns):
clkdlybuf4s50_1 0.45, inv_1 0.17, ha_2 0.33, inv_2 0.08, a21oi_1 0.15, buf_4 0.15, nor2b_1 0.05, xnor2_1 0.12
ha_1 0.31, a21oi_1 0.15, a21oi_1 0.08, a2111oi_1 0.36, a211oi_2 0.19, nand2b_1 0.21, a31oi_4 0.26, nor4_2 0.08
a2111oi_0 0.38, a211o_1 0.18
Power is estimated from default activity; no workload was simulated.
