==> design/flow/run.sh <==
#!/bin/bash
# OpenROAD 26Q1-2900-gdf79404cd8, Yosys 0.63+post, stock flow scripts
make -C /OpenROAD-flow-scripts/flow DESIGN_CONFIG=/design/flow/config.mk WORK_HOME=/design/flow/orfs finish
==> design/flow/config.mk <==
export PLATFORM = sky130hd
export DESIGN_NAME = win_screen
export DESIGN_NICKNAME = win_screen
export VERILOG_FILES = /design/flow/design.v
export SDC_FILE = /design/flow/constraint.sdc
export NUM_CORES = 4
export LEC_CHECK = 1
export CORE_UTILIZATION = 50
==> design/flow/constraint.sdc <==
current_design win_screen

set clk_period 4.9
set clk_io_pct 0.2

create_clock -name clk0 -period $clk_period

set non_clock_inputs [all_inputs -no_clocks]
set_input_delay [expr $clk_period * $clk_io_pct] -clock clk0 $non_clock_inputs
set_output_delay [expr $clk_period * $clk_io_pct] -clock clk0 [all_outputs]
==> design/flow/design.v <==
`timescale 1ns / 1ps
module win_screen(
   input [9:0]xloc,
   input [9:0]yloc,
   input video_on,
   output [11:0] rgb
   );
wire [3:0] white;
assign white = video_on ? ((
(xloc >= 110 & xloc < 120 & yloc >= 220 & yloc < 240)||(xloc >= 115 & xloc < 125 & yloc >= 235 & yloc < 250)||(xloc >= 115 & xloc < 135 & yloc >= 250 & yloc < 255)||(xloc >= 120 & xloc < 130 & yloc >= 255 & yloc < 285)||(xloc >= 130 & xloc < 135 & yloc >= 235 & yloc < 255)||(xloc >= 135 & xloc < 140 & yloc >= 220 & yloc < 240)|| 
(xloc >= 155 & xloc < 175 & yloc >= 220 & yloc < 225)||(xloc >= 150 & xloc < 160 & yloc >= 225 & yloc < 280)||(xloc >= 170 & xloc < 180 & yloc >= 225 & yloc < 280)||(xloc >= 155 & xloc < 175  & yloc >= 280 & yloc < 285)|| 
(xloc >= 190 & xloc < 200 & yloc >= 220 & yloc < 280)||(xloc >= 195 & xloc < 215 & yloc >= 280 & yloc < 285)||(xloc >= 210 & xloc < 220 & yloc >= 220 & yloc < 280)|| 
(xloc >= 260 & xloc < 290 & yloc >= 220 & yloc < 225)||(xloc >= 260 & xloc < 290 & yloc >= 280 & yloc < 285)||(xloc >= 260 & xloc < 265 & yloc >= 225 & yloc < 230)||(xloc >= 260 & xloc < 270 & yloc >= 230 & yloc < 280)||(xloc >= 275 & xloc < 285 & yloc >= 250  & yloc < 255)|| 
(xloc >= 305 & xloc < 325 & yloc >= 220 & yloc < 225)||(xloc >= 305 & xloc < 325 & yloc >= 280 & yloc < 285)||(xloc >= 320 & xloc < 330 & yloc >= 225 & yloc < 235)||(xloc >= 300 & xloc < 310 & yloc >= 270 & yloc < 280)||(xloc >= 300 & xloc < 310 & yloc >= 225 & yloc < 245)||(xloc >= 320 & xloc < 330 & yloc >= 260 & yloc < 280 )|| (xloc >= 300 & xloc < 315 & yloc >= 245 & yloc < 250)||(xloc >= 305 & xloc < 325 & yloc >= 250 & yloc < 255)||(xloc >= 315 & xloc < 330 & yloc >= 255 & yloc < 260 )|| 
(xloc >= 345 & xloc < 365 & yloc >= 220 & yloc < 225)||(xloc >= 340 & xloc < 350 & yloc >= 225 & yloc < 280)||(xloc >= 360 & xloc < 370 & yloc >= 225 & yloc < 240)|| (xloc >= 360 & xloc < 370 & yloc >= 260 & yloc < 280)||(xloc >= 345 & xloc < 365  & yloc >= 280 & yloc < 285)|| 
(xloc >= 400 & xloc < 410 & yloc >= 220 & yloc < 285)||(xloc >= 396 & xloc < 400 & yloc >= 230 & yloc < 240)||(xloc >= 392 & xloc < 396 & yloc >= 240 & yloc < 250)||(xloc >= 388 & xloc < 392 & yloc >= 250 & yloc < 260)||(xloc >= 384 & xloc < 388 & yloc >= 260 & yloc < 270)||(xloc >= 380 & xloc < 384 & yloc >= 270 & yloc < 285)|| (xloc >= 392 & xloc < 400 & yloc >= 270 & yloc < 275)|| 
(xloc >= 420 & xloc < 445 & yloc >= 220 & yloc < 225)||(xloc >= 420 & xloc < 425 & yloc >= 225 & yloc < 230)||(xloc >= 420 & xloc < 430 & yloc >= 230 & yloc < 285)||(xloc >= 435 & xloc < 445 & yloc >= 250  & yloc < 255)|| (xloc >= 440 & xloc < 450 & yloc >= 225  & yloc < 250)|| 
(xloc >= 460 & xloc < 490 & yloc >= 220 & yloc < 225)||(xloc >= 460 & xloc < 490 & yloc >= 280 & yloc < 285)||(xloc >= 460 & xloc < 465 & yloc >= 225 & yloc < 230)||(xloc >= 460 & xloc < 470 & yloc >= 230 & yloc < 280)||(xloc >= 475 & xloc < 485 & yloc >= 250  & yloc < 255)|| 
(xloc >= 500 & xloc < 525 & yloc >= 220 & yloc < 225)||(xloc >= 505 & xloc < 510 & yloc >= 225 & yloc < 230)|| (xloc >= 505 & xloc < 515 & yloc >= 230 & yloc < 280)||(xloc >= 520 & xloc < 530 & yloc >= 225 & yloc < 280)||(xloc >= 500 & xloc < 525 & yloc >= 280 & yloc < 285)||  
(xloc >=448 & xloc < 458 & yloc >= 20 & yloc < 24)||
(xloc >=445 & xloc < 448 & yloc >= 23 & yloc < 27)||
(xloc >=448 & xloc < 456 & yloc >= 26 & yloc < 31)||
(xloc >=455 & xloc < 458 & yloc >= 30 & yloc < 37)||
(xloc >=445 & xloc < 456 & yloc >= 36 & yloc < 40)||
(xloc >=463 & xloc < 475 & yloc >= 20 & yloc < 24)||
(xloc >=460 & xloc < 463 & yloc >= 23 & yloc < 37)||
(xloc >=473 & xloc < 476 & yloc >= 23 & yloc < 27)||
(xloc >=473 & xloc < 476 & yloc >= 33 & yloc < 37)||
(xloc >=463 & xloc < 475 & yloc >= 36 & yloc < 40)||
(xloc >=481 & xloc < 493 & yloc >= 20 & yloc < 24)||
(xloc >=478 & xloc < 481 & yloc >= 23 & yloc < 37)||
(xloc >=493 & xloc < 496 & yloc >= 23 & yloc < 37)||
(xloc >=481 & xloc < 493 & yloc >= 36 & yloc < 40)||
(xloc >=498 & xloc < 501 & yloc >= 20 & yloc < 40)||
(xloc >=498 & xloc < 511 & yloc >= 20 & yloc < 24)||
(xloc >=511 & xloc < 514 & yloc >= 23 & yloc < 27)||
(xloc >=498 & xloc < 511 & yloc >= 26 & yloc < 31)||
(xloc >=506 & xloc < 509 & yloc >= 31 & yloc < 34)||
(xloc >=509 & xloc < 512 & yloc >= 33 & yloc < 37)||
(xloc >=512 & xloc < 515 & yloc >= 36 & yloc < 40)||
(xloc >=517 & xloc < 532 & yloc >= 20 & yloc < 24)||
(xloc >=517 & xloc < 520 & yloc >= 20 & yloc < 40)||
(xloc >=517 & xloc < 525 & yloc >= 26 & yloc < 31)||
(xloc >=517 & xloc < 532 & yloc >= 36 & yloc < 40) 
) ? 4'hF:4'h0):(4'h0);
assign rgb = {white, white, white};
endmodule
==> results.toml <==
# implementation run metrics
[worst_setup_path]
crit_path_start_kind = "input pin"
cp_max_fo = 6
worst_ep_required_time_ns = 3.92
crit_arrival_ns = 3.97
path_class = "input pin to primary output"
end_kind = "primary output"

[drt]
drtIter0Drc = 626
ant_nets = 0
drcViolationCount = 0
vias_per_cell = 7.31
first_pass_iters = 9
vias = 3903
wire_per_inst_um = 23.4
diodes = 0
totalWireLength_um = 12500

[floorplan]
row_count = 23
num_io_pins = 33
die_w_um = 67.7
die_area_um2 = 4580
initCoreUtil_pct = 53.1
die_h_um = 67.7
coreArea_um2 = 4060

[logic_synthesis]
yosysWarnings = 0
ys_seq_share_pct = 0
area_leaders = "nor2_1 (4.9%), o21ai_0 (4.6%), a21oi_1 (3.9%)"
synth_area_um2 = 2160
avgSynthCellArea_um2 = 6.34
yosys.area.top_type = "nor2_1"
yosysChipArea_um2 = 2160
yosys.area.top_type_share_pct = 4.88
ys_cells = 340
syn_inst = 340
synth.distinct_cells = 74

[timing]
relSlewSlack_pct = 34.3
worst_slew_pin_slew_ns = 0.979
fin_setup_tns_ns = -0.0880
fin_ws_ns = -0.0460
hold_slack_ns = 2.68
setup_violations = 2
maxSlewViolCount = 0
fmax_mhz = 202
finalWorstPathRequiredPeriod_ns = 4.95
hold_viol = 0
fin_crit_sh_pct = 101

[pwr]
finalPower_mw = 0.280
peakVddDrop_uv = 84.3
p_leak_nw = 1.65
power_density_nw_per_um2 = 75.5

[final_layout]
final_area_um2 = 3710
final_common_cell = "buf_4"
drive_gt1_share_pct = 44.4
area_delta_synth_final_pct = 72.1
flops = 0
final_layout_top_logic_cells = "buf_4 (143), nor2_1 (26), nand2_1 (19)"
nFillCells = 172
seqCellArea_um2 = 0
clockBufferCount = 0

[global_routing]
antenna_found_initial = 0
grt_usage_pct = 50.9
overflow = 0
grt_max_degree = 12
met3_usage_pct = 19.5
met2_usage_pct = 69.4
grt_pass1_vias = 3375
grt.met1_usage_pct = 69.7
grt-busiest-layer = "met1"
grt_pass1_wl_um = 17000

[place]
io_buffers = 33
gp_congestion = 1.24
place_area_um2 = 3340
dp_hpwl_um = 7720
dp_slack_ns = -0.453

[job]
maxCapViolCount = 0
warnings = 33

[status]
outcome = "finished, violations left"
violations = "negative setup slack"

[cts]
postCtsHoldBufs = 0

[hold_path]
hold_path.class = "input pin to primary output"
==> path summary, 6_finish.rpt <==
check	startpoint	slack [ns]	end	cells after the start
max	xloc[3]	-0.05	rgb[3]	12
min	video_on	2.68	rgb[6]	3
==> critical path, cell delays in order <==
cell           delay [ns]
buf_2                0.12
bufbuf_16            0.27
buf_4                0.14
nand2_1              0.11
o21ai_1              0.34
nor3_1               0.15
a21oi_2              0.20
a31oi_1              0.14
or4_1                0.61
o41a_1               0.50
buf_4                0.17
dlygate4sd2_1        0.23
==> layout make-up <==
| type | count | area [um^2] | share of cell area, % |
|---|---|---|---|
| Timing Repair Buffer | 188 | 1540 | 41.6 |
| Multi-Input combinational cell | 293 | 2090 | 56.4 |
| Tap cell | 50 | 62.6 | 1.69 |
| Inverter | 3 | 11.3 | 0.304 |
==> where the power goes <==
part	leakage, nW	internal (mW)	switching (mW)
logic	1.65	0.133	0.147
clock network	0	0	0
registers	0	0	0
total	1.65	0.133	0.147
==> per-layer routing <==
layer  wire (um)  vias to the layer above  share of wire, %
li1            -                     1634                 -
met1        4670                     1749                37
met2        4690                      413                38
met3        2300                      107                18
met4         839                        0               6.7
met5           0                        -                 0
==> per-stage QoR <==
step                utilization [%]  std cells
floorplan                         -        340
global placement               82.4        515
detailed placement             82.4        515
CTS                            89.2        527
global route                   91.4        534
finish                         91.4        534
==> timing repair <==
action                                  CTS  global route
endpoints found under the setup margin   12            12
buffers inserted                          8             7
pin swaps                                15            17
resized                                  75            44
gates cloned                              4             1
==> synthesized netlist by cell type (3+ instances only) <==
cell,n
clkbuf_1,9
buf_4,11
nor2_1,28
or3_1,8
o21ai_1,5
nand4b_1,6
a22oi_1,6
o21a_1,4
o21bai_1,3
nor3_1,16
nand3_1,17
a41oi_1,3
buf_1,5
and3_1,4
nand2_1,20
o21ai_0,20
a21oi_1,17
and2_1,3
a211o_1,4
a31oi_1,4
buf_2,16
nor4_1,7
o2bb2ai_1,3
nor3b_1,6
o211ai_1,5
buf_6,4
or2_1,3
nand2b_1,6
a21o_1,3
inv_1,3
o31ai_1,4
nor2b_1,6
nand4_1,8
o2111ai_1,3
or4_1,5
o22ai_1,6
a211oi_1,3
and4_1,3
nor4b_1,6
==> kinds of logic after synthesis <==
group | share of synthesized area (%)
AOI/OAI and AO/OA | 38.3
xor gates and xnor gates | 1.22
buffers and inverters | 12.6
muxes | 0.929
and+or+nand+nor | 47.0
Power is estimated from default activity; no workload was simulated.
